$ cat design/flow/design.v
`timescale 1ns / 1ps
module ArrayMultiplier( input [7:0]a,b,output[15:0]productBus);
wire [5:0]couts;
wire[48:0]sumBus,carryBus;
HA c0(sumBus[0],carryBus[0],a[1]&b[0],a[0]&b[1]);
HA c1(sumBus[1],carryBus[1],a[2]&b[0],a[1]&b[1]);
HA c2(sumBus[2],carryBus[2],a[3]&b[0],a[2]&b[1]);
HA c3(sumBus[3],carryBus[3],a[4]&b[0],a[3]&b[1]);
HA c4(sumBus[4],carryBus[4],a[5]&b[0],a[4]&b[1]);
HA c5(sumBus[5],carryBus[5],a[6]&b[0],a[5]&b[1]);
HA c6(sumBus[6],carryBus[6],a[7]&b[0],a[6]&b[1]);
FA c7(sumBus[7],carryBus[7],a[0]&b[2],sumBus[1],carryBus[0]);
FA c8(sumBus[8],carryBus[8],a[1]&b[2],sumBus[2],carryBus[1]);
FA c9(sumBus[9],carryBus[9],a[2]&b[2],sumBus[3],carryBus[2]);
FA c10(sumBus[10],carryBus[10],a[3]&b[2],sumBus[4],carryBus[3]);
FA c11(sumBus[11],carryBus[11],a[4]&b[2],sumBus[5],carryBus[4]);
FA c12(sumBus[12],carryBus[12],a[5]&b[2],sumBus[6],carryBus[5]);
FA c13(sumBus[13],carryBus[13],a[7]&b[1],a[6]&b[2],carryBus[6]);
FA c14(sumBus[14],carryBus[14],a[0]&b[3],sumBus[8],carryBus[7]);
FA c15(sumBus[15],carryBus[15],a[1]&b[3],sumBus[9],carryBus[8]);
FA c16(sumBus[16],carryBus[16],a[2]&b[3],sumBus[10],carryBus[9]);
FA c17(sumBus[17],carryBus[17],a[3]&b[3],sumBus[11],carryBus[10]);
FA c18(sumBus[18],carryBus[18],a[4]&b[3],sumBus[12],carryBus[11]);
FA c19(sumBus[19],carryBus[19],a[5]&b[3],sumBus[13],carryBus[12]);
FA c20(sumBus[20],carryBus[20],a[7]&b[2],a[6]&b[3],carryBus[13]);
FA c21(sumBus[21],carryBus[21],a[0]&b[4],sumBus[15],carryBus[14]);
FA c22(sumBus[22],carryBus[22],a[1]&b[4],sumBus[16],carryBus[15]);
FA c23(sumBus[23],carryBus[23],a[2]&b[4],sumBus[17],carryBus[16]);
FA c24(sumBus[24],carryBus[24],a[3]&b[4],sumBus[18],carryBus[17]);
FA c25(sumBus[25],carryBus[25],a[4]&b[4],sumBus[19],carryBus[18]);
FA c26(sumBus[26],carryBus[26],a[5]&b[4],sumBus[20],carryBus[19]);
FA c27(sumBus[27],carryBus[27],a[7]&b[3],a[6]&b[4],carryBus[20]);
FA c28(sumBus[28],carryBus[28],a[0]&b[5],sumBus[22],carryBus[21]);
FA c29(sumBus[29],carryBus[29],a[1]&b[5],sumBus[23],carryBus[22]);
FA c30(sumBus[30],carryBus[30],a[2]&b[5],sumBus[24],carryBus[23]);
FA c31(sumBus[31],carryBus[31],a[3]&b[5],sumBus[25],carryBus[24]);
FA c32(sumBus[32],carryBus[32],a[4]&b[5],sumBus[26],carryBus[25]);
FA c33(sumBus[33],carryBus[33],a[5]&b[5],sumBus[27],carryBus[26]);
FA c34(sumBus[34],carryBus[34],a[7]&b[4],a[6]&b[5],carryBus[27]);
FA c35(sumBus[35],carryBus[35],a[0]&b[6],sumBus[29],carryBus[28]);
FA c36(sumBus[36],carryBus[36],a[1]&b[6],sumBus[30],carryBus[29]);
FA c37(sumBus[37],carryBus[37],a[2]&b[6],sumBus[31],carryBus[30]);
FA c38(sumBus[38],carryBus[38],a[3]&b[6],sumBus[32],carryBus[31]);
FA c39(sumBus[39],carryBus[39],a[4]&b[6],sumBus[33],carryBus[32]);
FA c40(sumBus[40],carryBus[40],a[5]&b[6],sumBus[34],carryBus[33]);
FA c41(sumBus[41],carryBus[41],a[6]&b[6],a[7]&b[5],carryBus[34]);
FA c42(sumBus[42],carryBus[42],a[0]&b[7],sumBus[36],carryBus[35]);
FA c43(sumBus[43],carryBus[43],a[1]&b[7],sumBus[37],carryBus[36]);
FA c44(sumBus[44],carryBus[44],a[2]&b[7],sumBus[38],carryBus[37]);
FA c45(sumBus[45],carryBus[45],a[3]&b[7],sumBus[39],carryBus[38]);
FA c46(sumBus[46],carryBus[46],a[4]&b[7],sumBus[40],carryBus[39]);
FA c47(sumBus[47],carryBus[47],a[5]&b[7],sumBus[41],carryBus[40]);
FA c48(sumBus[48],carryBus[48],a[6]&b[7],a[7]&b[6],carryBus[41]);
assign productBus[0] = a[0]&b[0];
assign productBus[1] = sumBus[0];
assign productBus[2] = sumBus[7];
assign productBus[3] = sumBus[14];
assign productBus[4] = sumBus[21];
assign productBus[5] = sumBus[28];
assign productBus[6] = sumBus[35];
assign productBus[7] = sumBus[42];
HA L1(productBus[8],couts[0],sumBus[43],carryBus[42]);
FA L2(productBus[9],couts[1],couts[0],sumBus[44],carryBus[43]);
FA L3(productBus[10],couts[2],couts[1],sumBus[45],carryBus[44]);
FA L4(productBus[11],couts[3],couts[2],sumBus[46],carryBus[45]);
FA L5(productBus[12],couts[4],couts[3],sumBus[47],carryBus[46]);
FA L6(productBus[13],couts[5],couts[4],sumBus[48],carryBus[47]);
FA L7(productBus[14],productBus[15],couts[5],a[7]&b[7],carryBus[48]);
endmodule
`timescale 1ns / 1ps
module FA(sout,cout,a,b,cin);
  output sout,cout;
  input a,b,cin;
  assign {cout, sout}= a+b+cin;
endmodule
`timescale 1ns / 1ps
module HA(sout,cout,a,b);
  output sout,cout;
  input a,b;
  assign sout=a^b;
  assign cout=(a&b);
endmodule
`timescale 1ns / 1ps
module Wrapper(
input clk,start,
input  [7:0] a,b,
output reg done ,output reg [15:0] productBus
);
	wire [15:0] p;
	reg [1:0]  state = 2'd0;
	reg [7:0]  abs_a;
	reg [7:0]  abs_b;
ArrayMultiplier inst(.a(abs_a), .b(abs_b), .productBus(p));
always @(posedge clk)
    begin
    if (start==1'b1 && state==2'd0)
        begin
            abs_a <= a[7] ? (~a +1) :  a;
            abs_b <= b[7] ? (~b +1) :  b;
            state<=2'd1;
            done<=1'b0;
        end
    else if(state==2'd1)
        begin
            state<=2'd2;
            done<=1'b0;
        end
    else if (state==2'd2)
        begin
            productBus <= (a[7]^b[7]) ? (~p + 1) : p;
            done<=1'b1;
            state<=2'd0;
        end
    else 
        begin
            done<=1'b0;
        end
    end
endmodule
$ cat design/flow/run.sh
#!/bin/bash
# OpenROAD 26Q1-2900-gdf79404cd8, Yosys 0.63+post, stock flow scripts
make -C /OpenROAD-flow-scripts/flow DESIGN_CONFIG=/design/flow/config.mk WORK_HOME=/design/flow/orfs finish
$ cat design/flow/config.mk
export PLATFORM = sky130hd
export DESIGN_NAME = Wrapper
export DESIGN_NICKNAME = Wrapper
export VERILOG_FILES = /design/flow/design.v
export SDC_FILE = /design/flow/constraint.sdc
export NUM_CORES = 4
export LEC_CHECK = 1
export CORE_UTILIZATION = 50
$ cat design/flow/constraint.sdc
current_design Wrapper

set clk_period 7.0
set clk_io_pct 0.2

create_clock -name clk0 -period $clk_period [get_ports {clk}]

set non_clock_inputs [all_inputs -no_clocks]
set_input_delay [expr $clk_period * $clk_io_pct] -clock clk0 $non_clock_inputs
set_output_delay [expr $clk_period * $clk_io_pct] -clock clk0 [all_outputs]
==> impl_results.rst <==
Synthesis and place-and-route
=============================

.. list-table::
   :header-rows: 1

   * - Metric
     - Value
   * - Transition time at the pin with the least slew margin
     - 862 ps
   * - Horizontal die dimension
     - 82.2 um
   * - Sequential cell area
     - 0.00102 sq mm
   * - Highest cell delay on the worst timing path
     - 530 ps
   * - Largest area contributor in the netlist
     - fa_1
   * - Total track usage
     - 17.8%
   * - Number of OpenROAD warnings
     - 28
   * - Sequential area share after synthesis
     - 31.8%
   * - DRC
     - 0
   * - Area delta synth->final
     - 19.3%
   * - Fraction of layout cells with a size suffix above 1
     - 10.3%
   * - CTS tree
     - yes
   * - Antenna violations before repair
     - 0
   * - Instance count after placement with tap cells included
     - 403
   * - Pleak
     - 1.52 nW
   * - Combinational gate area
     - 0.00204 sq mm
   * - Late-Pin Clk Latency
     - 280 ps
   * - Period utilisation layout
     - 96.0%
   * - Relative slew slack
     - 42.3%
   * - Detailed-routing iteration count for the pre-antenna-repair pass
     - 4
   * - Sort of element at the start of the critical path
     - flip-flop
   * - Most numerous cell in the Yosys netlist
     - nand2_1
   * - Worst-case clock skew
     - 6.27 ps
   * - Count of port buffers added during placement
     - 34
   * - YS chip area
     - 0.00321 sq mm
   * - Max FO, Critical Path
     - 3
   * - H-tree depth reported by CTS
     - 2
   * - Largest family of logic cells by area
     - adder cells
   * - Overflow after GRT
     - 0
   * - Maximum achievable frequency
     - 149 MHz
   * - Area contributors post-synth
     - fa_1 (30%), edfxtp_1 (30%), nand2_1 (5.8%)
   * - Yosys cell count
     - 290
   * - Total Wirelength
     - 4.89 mm
   * - Overall power consumption
     - 410 uW
   * - Post-Synth AOI/OAI Area
     - 3.93%
   * - Routed via count
     - 2063
   * - Final antenna-violating net count
     - 0
   * - Synth mux share
     - 0.311%
   * - Most frequently used flop master after synthesis
     - edfxtp_1
   * - Cell types with the highest counts after synthesis
     - nand2_1 (50), fa_1 (48), inv_1 (41)
   * - Iteration-0 DRC Markers
     - 34
   * - Count of library flops with an enable pin
     - 32
   * - Distinct cells, synth
     - 35
   * - Half-perimeter wire length after placement
     - 4.13 mm
   * - Fraction of post-synthesis cell area in the top cell type by area
     - 29.9%
   * - Element type at the critical path end
     - flip-flop
   * - Cells along the critical path
     - and2_4 -> ha_2 -> fa_1 -> inv_1 -> fa_1 -> fa_1 -> fa_1 -> fa_1 -> fa_1 -> inv_1 -> ha_1 -> inv_1 -> fa_2 -> fa_2 -> fa_2 -> fa_2 -> inv_2 -> fa_2 -> fa_1 -> o41ai_2 -> xnor2_1
   * - Post-synthesis share of cell area spent on xor and xnor gates
     - 7.08%
   * - Final Slew Violations
     - 0
   * - Post-synthesis cell area
     - 0.00321 sq mm
   * - Area fraction in full adders, half adders and majority gates
     - 35.3%
   * - CTS root buffer
     - clkbuf_8
   * - Site row count
     - 28
   * - Number of max-cap violations
     - 0
   * - Clock slew seen by the registers of the worst setup and hold paths
     - 70 ps
   * - Design Area, Final
     - 0.00383 sq mm
   * - Global-route wire length before repair
     - 8.56 mm
   * - Synthesized area divided by synthesized cell count
     - 11.1 sq um
   * - Min Tclk post-route
     - 6720 ps
   * - CTS buffer count
     - 5
   * - Post-route setup TNS
     - 0 ps
   * - Area of the chip
     - 0.00675 sq mm
   * - Fillers
     - 498
   * - Final tally of setup violations
     - 0
   * - Slowest cell on the critical path
     - fa_1
   * - Flops after synth
     - 35
   * - GPL Wtd Cong
     - 0.826
   * - Number of antenna cells inserted
     - 0
   * - I/O pin cnt
     - 35
   * - DR vias/cell
     - 4.97
   * - Yosys simple share
     - 15.9%
   * - Via count of the first global-routing pass
     - 1996
   * - Dominant cell type by count on the critical path
     - fa_1
   * - Die extent in y
     - 82.2 um
   * - CP arrival
     - 6760 ps
   * - Number of standard cells in the final layout excluding fillers
     - 415
   * - Ys async rst share
     - 0%
   * - Clock buffer depth
     - 2
   * - Setup repair after global routing missed its margin
     - no
   * - Floorplan core area
     - 0.00606 sq mm
   * - Final hold violations
     - 0
   * - Cell area after placement
     - 0.00370 sq mm
   * - Sinks on Clock Net
     - 35
   * - Synthesis Warnings
     - 1
   * - Post-cts hold-fix buffer tally
     - 0
   * - Maximum number of pins on one net before global-route repair
     - 20
   * - Power density over the cells
     - 107 mW/mm^2
   * - Start-to-end type of the worst setup path
     - flip-flop to flip-flop
   * - CP Data Required Time
     - 7040 ps
   * - Routed length per instance
     - 11.8 um
   * - Gate Count Post-Synth
     - 290
   * - Largest vdd supply drop
     - 0.0000964 V
   * - Path class of the lowest-slack min-delay path
     - flip-flop to flip-flop
   * - Status
     - completed
   * - Initial standard-cell utilization of the core
     - 53.0%
==> report_power, final <==
group / switching, mW / total [mW] / internal [mW]
clock network: 0.0704 / 0.138 / 0.0678
registers: 0 / 0.230 / 0.230
logic: 0.0192 / 0.0423 / 0.0230
total: 0.0896 / 0.410 / 0.321
==> worst max-delay path: cells and delay by family, from the launching register on <==
kind	cells	cell delay (ps)
DFF	1	430
AOI/OAI and AO/OA	1	310
xor gates and xnor gates	1	100
buffers and inverters	4	230
and+or+nand+nor	1	170
adders and majority gates	14	5220
==> flip-flops by register name (all words and copies together) (netlist names) <==
| register | flops |
|---|---|
| state | 2 |
| abs_b | 8 |
| abs_a | 8 |
| productBus | 16 |
| done | 1 |
==> layout make-up <==
cell class | count | share of cell area, %
multi-input cells | 208 | 53.2
inverters | 41 | 4.01
clock inverters | 2 | 0.196
flip-flops and latches | 35 | 26.6
clock buffers | 6 | 1.89
well taps | 75 | 2.45
repair buffers | 48 | 11.6
==> per-layer routing <==
layer / global-route usage [%] / share of wire, %
met5: 0 / 0
met4: 1.75 / 1.2
met3: 4.12 / 4.4
met2: 26.8 / 48
met1: 29.6 / 46
==> metrics by stage <==
stage / hold slack [ps] / util (%) / setup slack [ps]
after detailed placement: 513 / 61.0 / -10.2
after global routing: 568 / 63.3 / 13.2
after CTS: 532 / 62.3 / 0.254
final: 526 / 63.3 / 281
after floorplan: 487 / - / 105
after global placement: 507 / 61.0 / 18.4
==> what timing repair did <==
action                                  in CTS  in global routing
gates resized                                0                 12
endpoints found under the setup margin       1                  2
setup buffers                                0                  4
pin swaps                                    1                 10
==> cells in the final DEF, fill, tap and decap left out, types with 3 or more instances in the layout <==
master / synthesis / routed
a31oi_1: 4 / 4
and2_1: 27 / 26
buf_4: 1 / 14
clkbuf_8: 0 / 5
clkdlybuf4s50_1: 0 / 34
dfxtp_1: 3 / 3
edfxtp_1: 32 / 32
fa_1: 48 / 39
fa_2: 0 / 9
ha_1: 14 / 13
inv_1: 41 / 40
nand2_1: 50 / 50
nand2b_1: 3 / 3
nor2_1: 6 / 6
o21ai_0: 7 / 7
xnor2_1: 21 / 21
xor2_1: 5 / 5
==> kinds of logic (layout without fill, tap and decap cells) <==
kind of cell,Yosys count,after routing
AND-OR/OR-AND,19,19
multiplexers,1,1
buffers and inverters,47,97
XOR/XNOR,26,26
flip-flops,35,35
adder cells (fa/ha/maj),62,62
AND/OR/NAND/NOR,100,100
==> final timing paths <==
path | start | endpoint | slack, ps | depth (start not counted)
setup / recovery | abs_a[7]$_SDFFCE_PN0P_ | productBus[15]$_DFFE_PP_ | 280 | 21
hold / removal | state[1]$_SDFFE_PP0P_ | state[1]$_SDFFE_PP0P_ | 530 | 2
setup reg to reg | abs_a[7]$_SDFFCE_PN0P_ | productBus[15]$_DFFE_PP_ | 280 | 21
hold reg to reg | state[1]$_SDFFE_PP0P_ | state[1]$_SDFFE_PP0P_ | 530 | 2
No activity file was given, so power comes from the tool's default toggle rates.
